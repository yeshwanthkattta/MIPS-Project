<file path="./design.v">
`timescale 1ns/10ps
module alu (a, b, alucont, result) ;
   input  [7:0] a, b ;
   input  [2:0] alucont ;
   output [7:0] result ;
   reg    [7:0] result ;
   wire   [7:0] b2, sum, slt ;
   assign b2 = alucont[2] ? ~b:b ; 
   assign sum = a + b2 + alucont[2] ;
   assign slt = sum[7] ;
   always@(*)
      case(alucont[1:0])
         2'b00: result <= a & b ;
         2'b01: result <= a | b ;
         2'b10: result <= sum ;
         2'b11: result <= slt ;
      endcase
endmodule
`timescale 1ns/10ps
module alucontrol( aluop, funct, alucont ) ;
   input  [1:0] aluop   ;
   input  [5:0] funct   ;
   output [2:0] alucont ;
   reg    [2:0] alucont ;
   always @(*)
      case(aluop)
         2'b00: alucont <= 3'b010;   
         2'b01: alucont <= 3'b110;   
         default: case(funct)        
                     6'b100000: alucont <= 3'b010;  
                     6'b100010: alucont <= 3'b110;  
                     6'b100100: alucont <= 3'b000;  
                     6'b100101: alucont <= 3'b001;  
                     6'b101010: alucont <= 3'b111;  
                     default:   alucont <= 3'b101;  
                  endcase
      endcase
endmodule
`timescale 1ns/10ps
module controller(clk, reset, op, zero, memread, memwrite, alusrca, memtoreg, iord, pcen, regwrite, regdst, pcsource, alusrcb, aluop, irwrite) ;
   input  [5:0]   op         ;	 
   input          clk, reset ;
   input          zero       ;
   output         alusrca    ;	 
   output [1:0]   alusrcb    ;	 
   output [1:0]   aluop      ;	 
   output         iord       ;	 
   output [3:0]   irwrite    ;	 
   output         memread    ;	 
   output         memwrite   ;	 
   output         memtoreg   ;	 
   output [1:0]   pcsource   ;	 
   output         regwrite   ;	 
   output	  regdst     ;	 
   output         pcen       ;
   reg 	       alusrca    ;
   reg [1:0]   alusrcb    ;	 
   reg [1:0]   aluop      ;	 
   reg         branch     ;	 
   reg         iord       ;	 
   reg [3:0]   irwrite    ;	 
   reg         memread    ;	 
   reg         memwrite   ;	 
   reg         memtoreg   ;	 
   reg [1:0]   pcsource   ;
   reg         regwrite   ;	 
   reg	       regdst     ;
   parameter      FETCH1  =  4'b0001;	 
   parameter      FETCH2  =  4'b0010;	 
   parameter      FETCH3  =  4'b0011;	 
   parameter      FETCH4  =  4'b0100;	 
   parameter      DECODE  =  4'b0101;    
   parameter      MEMADR  =  4'b0110;	 
   parameter      LBRD    =  4'b0111;	 
   parameter      LBWR    =  4'b1000;	 
   parameter      SBWR    =  4'b1001;	 
   parameter      RTYPEEX =  4'b1010;	 
   parameter      RTYPEWR =  4'b1011;	 
   parameter      BEQEX   =  4'b1100;	 
   parameter      JEX     =  4'b1101;	 
   parameter      ADDIWR  =  4'b1111;
   parameter      LB      =  6'b100000;	 
   parameter      SB      =  6'b101000;  
   parameter      RTYPE   =  6'b0;  
   parameter      BEQ     =  6'b000010;  
   parameter      J       =  6'b001000;  
   parameter      ADDI    =  6'b000100;
   reg [3:0] state, nextstate;
   reg pcwrite, pcwritecond;
   always @(posedge clk)
    if(reset)state <= FETCH1;
    else state <= nextstate;
   always @(*)
    begin
     case(state)
      FETCH1 : nextstate <= FETCH2;
      FETCH2 : nextstate <= FETCH3;
      FETCH3 : nextstate <= FETCH4;
      FETCH4 : nextstate <= DECODE;
      DECODE : case(op)
                LB : nextstate <= MEMADR;
                SB : nextstate <= MEMADR;
                ADDI : nextstate <= MEMADR;
                RTYPE : nextstate <= RTYPEEX;
                BEQ : nextstate <= BEQEX;
                J : nextstate <= JEX;
                default : nextstate <= FETCH1;
               endcase
      MEMADR : case(op)
                LB : nextstate <= LBRD;
                SB : nextstate <= SBWR;
                ADDI : nextstate <= ADDIWR;
                default : nextstate <= FETCH1;
               endcase
      LBRD   : nextstate <= LBWR;
      LBWR   : nextstate <= FETCH1;
      SBWR   : nextstate <= FETCH1;
      RTYPEEX: nextstate <= RTYPEWR;
      RTYPEWR: nextstate <= FETCH1;
      BEQEX  : nextstate <= FETCH1;
      JEX    : nextstate <= FETCH1;
      ADDIWR : nextstate <= FETCH1;
      default: nextstate <= FETCH1;
     endcase
    end
   always @(*)
    begin
     irwrite <= 4'b0000;
     pcwrite <= 0; pcwrite <=0;
     regwrite <= 0; regdst <= 0;
     memread <= 0; memwrite <= 0;
     alusrca <= 0; alusrcb <= 2'b00;
     aluop <= 2'b00; pcsource <= 2'b00;
     iord <= 0; memtoreg <= 0;
     branch <= 0;
     case(state)
      FETCH1:
       begin
        memread <= 1;
        irwrite <= 4'b0001;
        alusrcb <= 2'b01;
        pcwrite <= 1;
       end
      FETCH2:
       begin
        memread <= 1;
        irwrite <= 4'b0010;
        alusrcb <= 2'b01;
        pcwrite <= 1;
       end
      FETCH3:
       begin
        memread <= 1;
        irwrite <= 4'b0100;
        alusrcb <= 2'b01;
        pcwrite <= 1;
       end
      FETCH4:
       begin
        memread <= 1;
        irwrite <= 4'b1000;
        alusrcb <= 2'b01;
        pcwrite <= 1;
       end
      DECODE: alusrcb <= 2'b11;
      MEMADR: 
       begin
        alusrca <= 1;
        alusrcb <= 2'b10;
        aluop <= 2'b00;
       end
      LBRD:
       begin
        memread <= 1;
        iord <= 1;
       end
      LBWR:
       begin
        regdst <= 0; 
        regwrite <= 1;
        memtoreg <= 1;
       end
      SBWR:
       begin
        memwrite <= 1;
        iord <= 1;
       end
      ADDIWR:
       begin
        alusrca <= 0;
       end
      RTYPEEX:
       begin
        alusrca <= 1;
        alusrcb <= 2'b00;
        aluop <= 2'b10;
       end
      RTYPEWR:
       begin
        regdst <= 1;
        regwrite <= 1; 
        memtoreg <= 0;
       end
      BEQEX:
       begin
        alusrca <= 1;
        alusrcb <= 2'b00;
        aluop <= 2'b01;
        branch <= 1;
        pcsource <= 2'b01;
       end
      JEX:
       begin
        pcwrite <= 1;
        pcsource <= 2'b10;
       end
     endcase
   end
endmodule
`timescale 1ns/10ps
module datapath(clk, reset, memdata, alusrca, memtoreg, iord, pcen, regwrite, regdst, pcsource, alusrcb, irwrite, alucont, zero, instr, adr, writedata);
input clk, reset;
input [7:0] memdata;
input alusrca, memtoreg, iord, pcen, regwrite, regdst;
input [1:0] pcsource, alusrcb;
input [3:0] irwrite;
input [2:0] alucont;
output zero;
output [31:0] instr;
output [7:0] adr, writedata;
parameter CONST_ZERO = 8'b0;
parameter CONST_ONE = 8'b1;
wire [2:0] ra1, ra2, wa;
wire [7:0] pc, nextpc, md, rd1, rd2, wd, a, src1, src2, aluresult, aluout, constx4;
assign constx4 = {instr[5:0], 2'b00};
mux23        regmux(instr[18:16], instr[13:11], regdst, wa);
flopen      ir0(clk, irwrite[0], memdata[7:0], instr[7:0]);
flopen      ir1(clk, irwrite[1], memdata[7:0], instr[15:8]);
flopen      ir2(clk, irwrite[2], memdata[7:0], instr[23:16]);
flopen      ir3(clk, irwrite[3], memdata[7:0], instr[31:24]);
flopenr     pcreg(clk, reset, pcen, nextpc, pc);
flop        mdr(clk, memdata, md);
flop        areg(clk, rd1, a);
flop        wrd(clk, rd2, writedata);
flop        res(clk, aluresult, aluout);
mux2        adrmux(pc, aluout, iord, adr);
mux2        src1mux(pc, a, alusrca, src1);
mux4        src2mux(writedata, CONST_ONE, instr[7:0], constx4, alusrcb, src2);
mux4        pcmux(aluresult, aluout, constx4, CONST_ZERO, pcsource, nextpc);
mux2        wdmux(aluout, md, memtoreg, wd);
regfile     rf(clk, regwrite, ra1, ra2, wa, wd, rd1, rd2);
alu         alunlt(src1, src2, alucont, aluresult);
zerodetect  zd(aluresult, zero);
endmodule 
`timescale 1ns/10ps
module flop(clk, d, q);
input clk;
input [7:0] d;
output reg [7:0] q;
always@(posedge clk)
 q <= d;
endmodule
`timescale 1ns/10ps
module flopen(clk, en, d, q);
input clk, en;
input [7:0] d;
output reg [7:0] q;
always@(posedge clk)
 if (en) q <= d;
endmodule
`timescale 1ns/10ps
module flopenr(clk, reset, en, d, q);
input clk, reset, en;
input [7:0] d;
output reg [7:0] q;
always@(posedge clk)
 if (reset) q <= 0;
 else if (en) q <= d;
endmodule
`timescale 1ns/10ps
module mips(clk, reset, memdata, memread, memwrite, adr, writedata);
input               clk, reset;
input  [7:0]           memdata;
output       memread, memwrite;
output [7:0]    adr, writedata;
wire [31:0] instr;
wire zero, alusrca, memtoreg, iord, pcen, regwrite, regdst;
wire [1:0] aluop, pcsource, alusrcb;
wire [3:0]   irwrite;
wire [2:0]   alucont;
controller cont(clk, reset, instr[31:26], zero, memread, memwrite, alusrca, memtoreg, iord, pcen, regwrite, regdst, pcsource, alusrcb, aluop, irwrite);
alucontrol ac(aluop, instr[5:0], alucont);
datapath   dp(clk, reset, memdata, alusrca, memtoreg, iord, pcen, regwrite, regdst, pcsource, alusrcb, irwrite, alucont, zero, instr, adr, writedata);
endmodule
`timescale 1ns/10ps
module mux2(d0, d1, s, y);
input s;
input [7:0] d0, d1;
output [7:0] y;
assign y = s?d1 :d0;
endmodule
`timescale 1ns/10ps
module mux23(d0, d1, s, y);
input s;
input [2:0] d0, d1;
output [2:0] y;
assign y = s?d1 :d0;
endmodule
`timescale 1ns/10ps
module mux4( d0, d1, d2, d3, s, y);
input [1:0] s;
input [7:0] d0, d1, d2, d3;
output reg [7:0] y;
always@(*)
 case(s)
  2'b00 : y <= d0;
  2'b01 : y <= d1;
  2'b10 : y <= d2;
  2'b11 : y <= d3;
 endcase
endmodule 
`timescale 1ns/10ps
module regfile (clk, regwrite, ra1, ra2, wa, wd, rd1, rd2) ;
   input        clk ;
   input        regwrite ;   
   input  [2:0] ra1 ;	     
   input  [2:0] ra2 ;	     
   input  [2:0] wa  ;  	     
   input  [7:0] wd  ;	     
   output [7:0]  rd1, rd2 ;  
   reg  [7:0] REGS [(1<<2):0];
   always @(posedge clk)
      if (regwrite) REGS[wa] <= wd;	
   assign rd1 = ra1 ? REGS[ra1] : 0;    
   assign rd2 = ra2 ? REGS[ra2] : 0;    
endmodule
`timescale 1ns/10ps
module zerodetect(a, y);
input [7:0] a;
output y;
assign y = (a==0);
endmodule
</file>
<file path="./run.sh">
#!/bin/bash
# OpenROAD 26Q1-2900-gdf79404cd8, Yosys 0.63+post, stock flow scripts
make -C /OpenROAD-flow-scripts/flow DESIGN_CONFIG=/design/flow/config.mk WORK_HOME=/design/flow/orfs finish
</file>
<file path="./config.mk">
export PLATFORM = sky130hd
export DESIGN_NAME = mips
export DESIGN_NICKNAME = mips
export VERILOG_FILES = /design/flow/design.v
export SDC_FILE = /design/flow/constraint.sdc
export NUM_CORES = 4
export LEC_CHECK = 1
export CORE_UTILIZATION = 40
</file>
<file path="./constraint.sdc">
current_design mips

set clk_period 3.6
set clk_io_pct 0.2

create_clock -name clk0 -period $clk_period [get_ports {clk}]

set non_clock_inputs [all_inputs -no_clocks]
set_input_delay [expr $clk_period * $clk_io_pct] -clock clk0 $non_clock_inputs
set_output_delay [expr $clk_period * $clk_io_pct] -clock clk0 [all_outputs]
</file>
==> impl_metrics.tcl <==
# yosys + openroad results
set metrics [dict create \
    ys_types 45 \
    initialDrtViolationCount 55 \
    clockBufferDepth 2 \
    ys_area_mm2 0.001762 \
    clkSinkCount 36 \
    cts_root_buffer "clkbuf_8" \
    coreArea_mm2 0.004115 \
    grt-ovfl-total 0 \
    dp.cells 239 \
    drive_gt1_frac 0.07107 \
    tritoncts "yes" \
    avgSynthCellArea_um2 9.953 \
    die_w_um 68.37 \
    finalPower_w 0.0008233 \
    numCtsBuffers 5 \
    ys_cells 177 \
    drc_errors 0 \
    synth_area_leader_cell "dfxtp_1" \
    place.gp.congestion 0.9036 \
    yosys_warnings 15 \
    ys_ff 36 \
    fin_cells 247 \
    area_leaders "dfxtp_1 (25%), edfxtp_1 (24%), nor2b_1 (5.7%)" \
    slew_violations 0 \
    rsz0062_at_grt "no" \
    fp-utilization 0.4281 \
    wl_per_cell_um 13.13 \
    max-slew-margin-rel 0.4326 \
    min_path_type "flop to flop" \
    top_area_frac 0.2500 \
    postRouteAntennaNets 0 \
    critical_path.max_fanout 11 \
    grt_max_degree 12 \
    routed_wl_mm 3.243 \
    antenna_found_initial 0 \
    insertion_delay_ns 0.28 \
    area_growth_pct 16.90 \
    n_antenna_cell 0 \
    reg2reg_slack_ns 0.89 \
    chipArea_mm2 0.004674 \
    start_kind "flop" \
    syn_area_mm2 0.001762 \
    vias 1307 \
    outcome "finished, final reports clean" \
    ff_type "dfxtp_1" \
    io_pins 28 \
    synth.most_common_cell "dfxtp_1" \
    hold_viol 0 \
    grt_first_pass_wirelength_mm 5.464 \
    port_buffers 19 \
    tns_ns 0 \
    post-route-util 0.5005 \
    fin_crit_sh 0.7518 \
    grt_pass1_vias 1152 \
    die_h_um 68.37 \
    hold_buffers 0 \
    max_cap_viol_count 0 \
    slowest_stage "edfxtp_1" \
    htreeDepth 2 \
    worst_pin_slew_ns 0.8438 \
    first_pass_iters 4 \
    synth-edff-count 14 \
    rows 23 \
    post_cts_buffers 0 \
    avgViaCountPerCell 5.291 \
    clock_skew_ns 0.004924 \
    synthArstFlopShare 0 \
    end_kind "flop" \
    tool_warnings 25 \
    required_ns 3.73 \
    dp_hpwl_mm 2.461 \
    clkTransAtPathRegs_ns 0.07 \
    crit_top_cell "ha_1" \
    cts_resized 0 \
    fmax_mhz 369.5 \
    power.density_mw_per_mm2 399.8 \
    period_needed_ns 2.706 \
    syn_inst 177 \
    arrival_ns 2.83 \
    leakagePower_nw 0.7062 \
    common_cells "dfxtp_1 (22), nor2b_1 (16), edfxtp_1 (14)" \
    cpPeakStageDelay_ns 0.49 \
    postSynthSeqShare 0.4886 \
    setup_violations 0 \
    crit_chain "nor2_1 -> a41o_1 -> inv_1 -> ha_1 -> ha_1 -> a21oi_1 -> a2bb2oi_1 -> xnor2_1 -> o22ai_1" \
    path_class "flop to flop" \
    max-vdd-ir-drop_uv 257.5 \
    fillers 361 \
    grt_usage 0.1629 \
]
-- layout by cell type (no fill, tap or decap), types with 4 or more instances in the layout --
| master | synthesis | routed |
|---|---|---|
| clkdlybuf4s50_1 | 0 | 19 |
| nand2_1 | 13 | 13 |
| edfxtp_1 | 14 | 14 |
| conb_1 | 1 | 8 |
| xnor2_1 | 11 | 11 |
| nor2b_1 | 16 | 16 |
| clkbuf_8 | 0 | 5 |
| inv_1 | 4 | 4 |
| dfxtp_1 | 22 | 22 |
| nand2b_1 | 5 | 5 |
| nor3_1 | 7 | 7 |
| o22ai_1 | 4 | 4 |
| nor2_1 | 11 | 11 |
| a21oi_1 | 5 | 5 |
| nand3_1 | 4 | 4 |
| o21ai_0 | 8 | 8 |
-- final timing paths --
kind,end,startpoint,cells after the start
setup reg to reg,dp.res.q[4]$_DFF_P_,dp.ir0.q[1]$_DFFE_PP_,9
hold / removal,cont.state[1]$_DFF_P_,cont.state[12]$_DFF_P_,1
hold reg to reg,cont.state[1]$_DFF_P_,cont.state[12]$_DFF_P_,1
setup / recovery,dp.res.q[4]$_DFF_P_,dp.ir0.q[1]$_DFFE_PP_,9
-- metal layers --
layer / global-route usage / vias up / wire length, µm
li1: - / 657 / -
met1: 0.2626 / 612 / 1649
met4: 0.02344 / 0 / 34
met3: 0.03547 / 4 / 126
met2: 0.2377 / 34 / 1433
met5: 0 / - / 0
-- report_power, final --
group / switching (W) / internal, W
sequential: 0.0000131 / 0.000435
clock: 0.000134 / 0.000205
combinational: 0.0000153 / 0.0000205
-- sequential cells by signal, summed over array words and instances (netlist names) --
register and count:
dp.res.q 8, cont.state 14, dp.ir0.q 8, dp.ir3.q 6
-- metrics by stage --
stage	setup slack (ns)	cell area, µm²	hold slack [ns]
global placement	0.9467	1952	0.4662
finish	0.8937	2059	0.4805
detailed placement	0.9173	1952	0.4727
floorplan	1.185	1788	0.4098
CTS	0.9106	2059	0.4854
global route	0.6511	2059	0.5018
-- worst max-delay path: cells and delay by family (launching register included) --
| family | cells | cell delay (ns) |
|---|---|---|
| AND-OR/OR-AND | 4 | 0.85 |
| AND/OR/NAND/NOR | 1 | 0.19 |
| adder cells (fa/ha/maj) | 2 | 0.61 |
| buffers and inverters | 1 | 0.26 |
| XOR/XNOR | 1 | 0.14 |
| flip-flops | 1 | 0.49 |
-- logic make-up after synthesis --
logic type,share of synthesized area
simple gates,0.2472
flops,0.4886
compound gates,0.1342
buf+inv,0.05894
xor+xnor,0.05469
fa+ha+maj,0.01420
other cells,0.002129
-- cell type report --
cell class                 count  area [µm²]  area share
sequential                    36       860.8      0.4180
multi-input combinational    130       823.3      0.3998
timing repair buffer          19       190.2     0.09234
clock buffer                   6       72.57     0.03524
tap                           50       62.56     0.03038
clock inverter                 2       35.03     0.01701
inverter                       4       15.01    0.007290
